==> /design/flow/design.v <==
module ControlUnit(output_signals, Instr);
    input [31:0] Instr;
    output reg [15:0] output_signals;
    reg ID_jmpl_instr, ID_Read_Write, ID_SE_dm, ID_load_instr, ID_RF_enable, ID_modifyCC, ID_Call_instr, ID_B_instr, ID_29_a, ID_DataMem_enable;
    reg [1:0] ID_size_dm;
    reg [3:0] ID_ALU_op3;  
    wire [1:0] op = Instr[31:30];
    wire [3:0] op3_last_4bits = Instr[22:19];
    always @(*) 
        begin
            case (op)
            2'b01:
            begin
                ID_jmpl_instr = 0;
                ID_Read_Write = 1'b0;  
                ID_ALU_op3 = 4'b0000;
                ID_SE_dm = 1'b0;
                ID_load_instr = 0;
                ID_RF_enable = 1;  
                ID_size_dm = 2'b00;
                ID_modifyCC = 0;
                ID_Call_instr = 1;
                ID_B_instr = 0;
                ID_29_a = 1'b0;
                ID_DataMem_enable = 0;
            end
            2'b00:
            begin
                if (Instr == 32'b00000000000000000000000000000000) begin  
                    ID_jmpl_instr = 0;
                    ID_Read_Write = 0;
                    ID_ALU_op3 = 0000;
                    ID_SE_dm = 0;
                    ID_load_instr = 0;
                    ID_RF_enable = 0;
                    ID_size_dm = 00;
                    ID_modifyCC = 0;
                    ID_Call_instr = 0;
                    ID_B_instr = 0;
                    ID_29_a = 0;
                    ID_DataMem_enable = 0;
                end else if(Instr[24:22] != 3'b100) begin  
                    ID_jmpl_instr = 0;
                    ID_Read_Write = 0;
                    ID_ALU_op3 = 0000;
                    ID_SE_dm = 0;
                    ID_load_instr = 0;
                    ID_RF_enable = 0;
                    ID_size_dm = 00;
                    ID_modifyCC = 0;
                    ID_Call_instr = 0;
                    ID_B_instr = 1;
                    ID_29_a = Instr[29];
                    ID_DataMem_enable = 0;
                end else begin  
                    ID_jmpl_instr = 0;
                    ID_Read_Write = 0;
                    ID_ALU_op3 = 4'b1110;  
                    ID_SE_dm = 0;
                    ID_load_instr = 0;
                    ID_RF_enable = 1;
                    ID_size_dm = 00;
                    ID_modifyCC = 0;
                    ID_Call_instr = 0;
                    ID_B_instr = 0;
                    ID_29_a = 0;
                    ID_DataMem_enable = 0;
                end
            end
            2'b10:
            begin
                if(Instr[24:19] == 6'b111000) begin  
                    ID_jmpl_instr = 1;
                    ID_modifyCC = 0;
                    ID_ALU_op3 = 4'b0;
                end else if (Instr[23] == 1) begin  
                    ID_modifyCC = 1;
                    ID_jmpl_instr = 0;
                end else begin
                    ID_modifyCC = 0;
                    ID_jmpl_instr = 0;
                end
                if (Instr[24:19] != 6'b111000)
                begin
                    case (op3_last_4bits)
                        4'd0: ID_ALU_op3 = 4'd0;  
                        4'd8: ID_ALU_op3 = 4'd1;  
                        4'd4: ID_ALU_op3 = 4'd2;  
                        4'd12: ID_ALU_op3 = 4'd3;  
                        4'd1: ID_ALU_op3 = 4'd4;  
                        4'd5: ID_ALU_op3 = (Instr[24] == 1)? 4'd10 : 4'd8;  
                        4'd2: ID_ALU_op3 = 4'd5;  
                        4'd6: ID_ALU_op3 = (Instr[24] == 1)? 4'd11 : 4'd9;  
                        4'd3: ID_ALU_op3 = 4'd6;  
                        4'd7: ID_ALU_op3 = (Instr[24] == 1)? 4'd12 : 4'd7;  
                    endcase
                end
                ID_Read_Write = 1'b0;
                ID_SE_dm = 1'b0;
                ID_load_instr = 0;
                ID_RF_enable = 1;
                ID_size_dm = 2'b00;
                ID_Call_instr = 0;
                ID_B_instr = 0;
                ID_29_a = 1'b0;
                ID_DataMem_enable = 0;
            end
            2'b11:
            begin
                case (Instr[24:19])
                6'b001001:  
                begin
                    ID_Read_Write = 0;  
                    ID_SE_dm = 1;  
                    ID_load_instr = 1;  
                    ID_RF_enable = 1;  
                    ID_size_dm = 00;  
                end
                6'b001010:  
                begin
                    ID_Read_Write = 0;  
                    ID_SE_dm = 1;  
                    ID_load_instr = 1;  
                    ID_RF_enable = 1;  
                    ID_size_dm = 01;  
                end
                6'b000000:  
                begin
                    ID_Read_Write = 0;  
                    ID_SE_dm = 1'b0;  
                    ID_load_instr = 1;  
                    ID_RF_enable = 1;  
                    ID_size_dm = 10;  
                end
                6'b000001:  
                begin
                    ID_Read_Write = 0;  
                    ID_SE_dm = 0;  
                    ID_load_instr = 1;  
                    ID_RF_enable = 1;  
                    ID_size_dm = 00;  
                end
                6'b000010:  
                begin
                    ID_Read_Write = 0;  
                    ID_SE_dm = 0;  
                    ID_load_instr = 1;  
                    ID_RF_enable = 1;  
                    ID_size_dm = 01;  
                end
                6'b000101:  
                begin
                    ID_Read_Write = 1;  
                    ID_SE_dm = 1'b0;  
                    ID_load_instr = 0;  
                    ID_RF_enable = 0;  
                    ID_size_dm = 00;  
                end
                6'b000110:  
                begin
                    ID_Read_Write = 1;  
                    ID_SE_dm = 1'b0;  
                    ID_load_instr = 0;  
                    ID_RF_enable = 0;  
                    ID_size_dm = 01;  
                end
                6'b000100:  
                begin
                    ID_Read_Write = 1;  
                    ID_SE_dm = 1'b0;  
                    ID_load_instr = 0;  
                    ID_RF_enable = 0;  
                    ID_size_dm = 10;  
                end
                endcase
                ID_jmpl_instr = 0;
                ID_ALU_op3 = 0000;
                ID_modifyCC = 0;
                ID_Call_instr = 0;
                ID_B_instr = 0;
                ID_29_a = 1'b0;
                ID_DataMem_enable = 1;
            end
            endcase
            output_signals = {ID_jmpl_instr, ID_Read_Write, ID_ALU_op3, ID_SE_dm, ID_load_instr, ID_RF_enable, ID_size_dm, ID_modifyCC, ID_Call_instr, ID_B_instr, ID_29_a, ID_DataMem_enable};
        end
endmodule
module MuxControlSignal(ControlSignals_Out, S, ControlSignals_In);
    input S;
    input [15:0] ControlSignals_In;
    output reg [15:0] ControlSignals_Out;
    always @(*) 
        begin
        case (S)
            1'b0:  
            begin
                ControlSignals_Out = ControlSignals_In;
            end
            1'b1:  
            begin
                ControlSignals_Out = 16'b0;
            end
        endcase
        end
endmodule
module Sumador4(nPC, PC); 
    input [31:0] PC;
    output reg [31:0] nPC;
    always @(PC) 
        begin
            nPC = PC + 4;  
        end
endmodule
module nPC (Q, Clk, D, LE, R);
    input [31:0] D;
    input LE;
    input Clk;
    input R;
    output reg[31:0] Q;
    always @(posedge Clk)  
        if (R) Q <= 32'b00000000000000000000000000000100;  
        else if (LE) Q <= D;  
endmodule
module PC (Q, Clk, D, LE, R);
    input [31:0] D;
    input LE;
    input Clk;
    input R;
    output reg[31:0] Q;
    always @(posedge Clk)  
        if (R) Q <= 32'b00000000000000000000000000000000;  
        else if (LE) Q <= D;  
endmodule
module InstructionMemory (output reg [31:0] DataOut, input [31:0] Address);
    reg [7:0] Mem [0:511];
    always @(Address) begin
        DataOut = {Mem[Address], Mem[Address+1], Mem[Address+2], Mem[Address+3]};
    end
endmodule
module PipelineRegister_IF_ID(Q, Clk, D, LE, R);  
    input [31:0] D;
    input LE;
    input Clk;
    input R;
    output reg [31:0] Q;
    always @(posedge Clk)  
    begin
        if (R) Q <= 32'b00000000000000000000000000000000;  
        else if (LE) Q <= D;  
    end
endmodule
module PipelineRegister_ID_EX(Q, Clk, D, R);
    input [13:0] D;
    input Clk;
    input R;
    output reg [13:0] Q;
    always @(posedge Clk) begin
        if (R) Q <= 14'b00000000000000;
        else Q <= D;
    end
endmodule
module PipelineRegister_EX_MEM(Q, Clk, D, R);
    input [8:0] D;
    input Clk;
    input R;
    output reg [8:0] Q;
    always @(posedge Clk) begin
        if (R) Q <= 9'b000000000;
        else Q <= D;
    end
endmodule
module PipelineRegister_MEM_WB(Q, Clk, D, R);
    input D;
    input Clk;
    input R;
    output reg Q;
    always @(posedge Clk) begin
        if (R) Q <= 0;
        else Q <= D;
    end
endmodule
==> /design/flow/run.sh <==
#!/bin/bash
# OpenROAD 26Q1-2900-gdf79404cd8, Yosys 0.63+post, stock flow scripts
make -C /OpenROAD-flow-scripts/flow DESIGN_CONFIG=/design/flow/config.mk WORK_HOME=/design/flow/orfs finish
==> /design/flow/config.mk <==
export PLATFORM = sky130hd
export DESIGN_NAME = ControlUnit
export DESIGN_NICKNAME = ControlUnit
export VERILOG_FILES = /design/flow/design.v
export SDC_FILE = /design/flow/constraint.sdc
export NUM_CORES = 4
export LEC_CHECK = 1
export CORE_AREA = 10 10 73 73
export DIE_AREA = 0 0 83 83
==> /design/flow/constraint.sdc <==
current_design ControlUnit

set clk_period 1.9
set clk_io_pct 0.2

create_clock -name clk0 -period $clk_period

set non_clock_inputs [all_inputs -no_clocks]
set_input_delay [expr $clk_period * $clk_io_pct] -clock clk0 $non_clock_inputs
set_output_delay [expr $clk_period * $clk_io_pct] -clock clk0 [all_outputs]
==> flow_summary.yaml <==
# flow metrics
logic_synthesis:
  synth.avg_cell_area_um2: 6.82
  yosys_warnings: 5
  postSynthCellCount: 75
  synth.ff_latch_count: 4
  synth-area-yosys_um2: 512
  synth.cell_area_um2: 512
  cell_taking_the_most_area_after_synthesis: "sky130_fd_sc_hd__dlxtn_1"
  netlist.area_leader.share_pct: 11.7
  synth_cell_type_count: 30
  postSynth.asyncResetShare_pct: 0
  cell_total_in_the_yosys_stat_output: 75
  enable_flop_cells: 0
  top_cells_by_area_synth: "sky130_fd_sc_hd__dlxtn_1, sky130_fd_sc_hd__buf_4, sky130_fd_sc_hd__ha_1, sky130_fd_sc_hd__nor4_1, sky130_fd_sc_hd__nand2_1"
  ys.flop_type: "sky130_fd_sc_hd__dlxtn_1"
floorplan:
  die_x_um: 83
  fp-utilization_pct: 13.7
  ioPinCount: 48
  floorplan.rows: 22
  die_area_um2: 6890
  die_height_um: 83
  placeable_core_area_um2: 3740
finish:
  synthToLayoutAreaGrowth_pct: 154
  final_cell_count_no_fill: 187
  flip_flop_count_of_the_largest_register_after_layout: 4
  n_fill_cell: 403
  layout-drive-gt1-share_pct: 46.8
placement:
  placed_cells_incl_taps: 181
  portBuffers: 48
  gpl.final_weighted_congestion: 0.887
  hpwlAfterDp_um: 1990
sta:
  maxClockFrequency_ghz: 0.536
  timing.hold.ws_ns: 1.17
  setup_viol_count_final: 0
  worst-slew-pin-transition_ns: 0.273
  timing.final.crit_period_ns: 1.86
  maxSlewHeadroom_pct: 81.8
  final-hold-violation-count: 0
  tns_ns: 0
  unclocked_pins: 4
  unconstrained_endpoints: 4
  final_max_slew_viol_count: 0
  period_used_pct: 98.1
  rsz0062_at_grt: "yes"
drt:
  drt_iter0_drcs: 4
  dr_total_vias: 763
  route.detailed.vias_per_inst: 4.08
  remaining_drc_errors: 0
  antennaDiodeCount: 0
  total_detailed_routing_wirelength_um: 2370
  routedWlPerCell_um: 12.7
  drt_pre_antenna_iters: 4
  number_of_antenna_violating_nets_in_the_routed_design: 0
clocking:
  hold_buffers: 0
run:
  tool_warnings: 36
  drv_cap: 0
worst_setup_path:
  worstSetupStartpointType: "primary input"
  setup.worst_path.end_class: "output port"
  timing.critical_path.arrival_ns: 1.48
  worstSetupPathType: "primary input to output port"
  crit_path_max_fanout: 1
  cp_data_required_time_ns: 1.52
hold_path:
  timing.hold.worst.start: "Instr[19]"
  min_delay_path_depth: 4
  timing.hold.worst_endpoint: "output_signals[6]"
  min-delay-path-class: "primary input to output port"
global_route:
  grt_use_total_pct: 6.33
  pin_count_of_the_biggest_net_entering_global_routing: 10
  first_pass_grt_wire_length_um: 3880
  antenna_found_initial: 0
  number_of_global_route_vias_before_repair: 797
  globalRouteOverflowTotal: 0
pwr:
  leakage_nw: 0.631
  vdd_ir_drop_max_uv: 75.9
  total_power_w: 0.000208
  power_density_nw_per_um2: 160
run_status:
  run_status: "completed"
[cells in the mapped netlist, drive strengths merged, types with 2 or more instances]
cell / n
a21oi: 4
and3: 2
buf: 8
clkbuf: 2
dlxtn: 4
ha: 4
inv: 7
nand2: 9
nand3: 2
nand4: 2
nor2: 5
nor3: 3
nor4: 5
o211ai: 2
o21ai: 4
[worst max-delay path: stages]
cell and delay (ns):
sky130_fd_sc_hd__clkdlybuf4s15_1 0.16, sky130_fd_sc_hd__or4_4 0.52, sky130_fd_sc_hd__nor4_4 0.21, sky130_fd_sc_hd__a21oi_1 0.09
sky130_fd_sc_hd__buf_2 0.13
[worst max path at each step]
stage	start	endpoint	slack, ns	cells past startpoint
after CTS	Instr[30]	output_signals[6]	0.001	7
after global routing	Instr[31]	output_signals[2]	-0.04	9
final	Instr[6]	output_signals[2]	0.04	5
[report_power, final]
part,switching [W],internal [W]
Clock,0,0
Sequential,0.0000000986,0.00000328
Combinational,0.0000796,0.000125
[cells in the final DEF, fill, tap and decap left out, types with 2 or more instances in the layout]
| cell | instances |
|---|---|
| sky130_fd_sc_hd__buf_4 | 25 |
| sky130_fd_sc_hd__dlygate4sd2_1 | 21 |
| sky130_fd_sc_hd__clkdlybuf4s50_1 | 10 |
| sky130_fd_sc_hd__nand2_1 | 6 |
| sky130_fd_sc_hd__dlxtn_1 | 4 |
| sky130_fd_sc_hd__inv_1 | 4 |
| sky130_fd_sc_hd__buf_6 | 4 |
| sky130_fd_sc_hd__clkdlybuf4s15_1 | 4 |
| sky130_fd_sc_hd__a21oi_1 | 3 |
| sky130_fd_sc_hd__nor2_2 | 3 |
| sky130_fd_sc_hd__nor4_1 | 3 |
| sky130_fd_sc_hd__buf_2 | 3 |
| sky130_fd_sc_hd__dlymetal6s2s_1 | 3 |
| sky130_fd_sc_hd__inv_2 | 2 |
| sky130_fd_sc_hd__nand4_1 | 2 |
| sky130_fd_sc_hd__o21ai_0 | 2 |
| sky130_fd_sc_hd__nand2_2 | 2 |
| sky130_fd_sc_hd__nand3_2 | 2 |
| sky130_fd_sc_hd__o21ai_2 | 2 |
| sky130_fd_sc_hd__nor2_1 | 2 |
| sky130_fd_sc_hd__o211ai_1 | 2 |
| sky130_fd_sc_hd__nor3_2 | 2 |
| sky130_fd_sc_hd__ha_4 | 2 |
| sky130_fd_sc_hd__buf_8 | 2 |
[metrics by stage]
step                util [%]  setup slack [ns]  area [um^2]
finish                  34.7            0.0353         1300
global route            34.7           -0.0362         1300
CTS                     33.5           0.00147         1250
detailed placement      30.2            -0.686         1130
global placement        30.2            -0.654         1130
floorplan                  -             0.195          512
[layout make-up]
class	count	area (um^2)	area share, %
inverter	7	28.8	2.21
multi-input combinational	54	499	38.4
sequential	4	60.1	4.62
tap	48	60.1	4.62
timing repair buffer	74	652	50.1
[kinds of logic (layout without fill, tap and decap cells)]
kind of cell	after synthesis	count (layout)	synth area share, %
adders and majority gates	4	4	9.78
latches	4	4	11.7
and+or+nand+nor	31	31	33.0
xor gates and xnor gates	1	1	1.71
AOI/OAI and AO/OA	18	18	24.7
buffers and inverters	17	81	19.1
[per-layer routing]
metal	GRT usage, %	vias up	share of wire (%)
li1	-	400	-
met1	8.00	341	43
met2	11.0	22	50
met3	1.77	0	7.2
met4	0	0	0
met5	0	-	0
[timing repair]
item	CTS	global route
pin swaps	13	10
endpoints found under the setup margin	16	6
buffers inserted	6	0
resized	105	17
Power figures rest on the tool's default switching activity, not on a simulated workload.
