`config.mk`:
```
export PLATFORM = sky130hd
export DESIGN_NAME = Source_Operand2_Handler
export DESIGN_NICKNAME = Source_Operand2_Handler
export VERILOG_FILES = /design/flow/design.v
export SDC_FILE = /design/flow/constraint.sdc
export NUM_CORES = 4
export LEC_CHECK = 1
export CORE_AREA = 10 10 103 103
export DIE_AREA = 0 0 113 113
```
`constraint.sdc`:
```
current_design Source_Operand2_Handler

set clk_period 5.3
set clk_io_pct 0.2

create_clock -name clk0 -period $clk_period

set non_clock_inputs [all_inputs -no_clocks]
set_input_delay [expr $clk_period * $clk_io_pct] -clock clk0 $non_clock_inputs
set_output_delay [expr $clk_period * $clk_io_pct] -clock clk0 [all_outputs]
```
`design.v`:
```
`timescale 1ns/1ns
module ALU (output reg signed[31:0] Out, output reg[3:0] Flags, input[3:0] Op, input signed[31:0]A, B, input Cin);
    reg Carry;
    always @(Op, A, B, Cin)
    begin
        case(Op)
            4'd0:
            begin
                {Carry, Out} = A + B; 
                Flags[3] = (Out == 32'd0)? 1 : 0;
                Flags[2] = Out[31];
                Flags[1] = Carry;
                Flags[0] = 0;
                if (A[31] == 0 && B[31] == 0) 
                begin
                    if (Flags[2]) Flags[0] = 1;
                end
                else if (A[31] == 1 && B[31] == 1) 
                begin
                    if (!Flags[2]) Flags[0] = 1;
                end
            end
            4'd1:
            begin
                {Carry, Out} = A + B + Cin;
                Flags[3] = (Out == 32'd0)? 1 : 0;
                Flags[2] = Out[31];
                Flags[1] = Carry;
                Flags[0] = 0;
                if (A[31] == 0 && B[31] == 0) 
                begin
                    if (Flags[2]) Flags[0] = 1;
                end
                else if (A[31] == 1 && B[31] == 1) 
                begin
                    if (!Flags[2]) Flags[0] = 1;
                end
            end
            4'd2:
            begin
                {Carry, Out} = A - B; 
                Flags[3] = (Out == 32'd0)? 1 : 0;
                Flags[2] = Out[31];
                Flags[1] = Carry;
                Flags[0] = 0;
                if (A[31] == 0 && B[31] == 1)
                begin
                    if (Flags[2]) Flags[0] = 1;
                end
                if (A[31] == 1 && B[31] == 0)
                begin
                    if (!Flags[2]) Flags[0] = 1;
                end
            end
            4'd3:
            begin
                Out = A - B - Cin;
                Flags[3] = (Out == 32'd0)? 1 : 0;
                Flags[2] = Out[31];
                {Flags[1], Flags[0]} = 2'b00;
                if (A[31] == 0 && B[31] == 1)
                begin
                    if (Flags[2]) Flags[0] = 1;
                end
                if (A[31] == 1 && B[31] == 0)
                begin
                    if (!Flags[2]) Flags[0] = 1;
                end
            end
            4'd4: 
            begin
                Out = A & B;
                Flags[3] = (Out == 32'd0)? 1 : 0;
                Flags[2] = Out[31];
                {Flags[1], Flags[0]} = 2'd0;
            end
            4'd5:
            begin
                Out = A | B;
                Flags[3] = (Out == 32'd0)? 1 : 0;
                Flags[2] = Out[31];
                {Flags[1], Flags[0]} = 2'd0;
            end
            4'd6:
            begin
                Out = A ^ B;
                Flags[3] = (Out == 32'd0)? 1 : 0;
                Flags[2] = Out[31];
                {Flags[1], Flags[0]} = 2'd0;
            end
            4'd7:
            begin
                Out = ~(A ^ B);
                Flags[3] = (Out == 32'd0)? 1 : 0;
                Flags[2] = Out[31];
                {Flags[1], Flags[0]} = 2'd0;
            end
            4'd8:
            begin
                Out = A & ~B;
                Flags[3] = (Out == 32'd0)? 1 : 0;
                Flags[2] = Out[31];
                {Flags[1], Flags[0]} = 2'd0;
            end
            4'd9:
            begin
                Out = A | ~B;
                Flags[3] = (Out == 32'd0)? 1 : 0;
                Flags[2] = Out[31];
                {Flags[1], Flags[0]} = 2'd0;
            end
            4'd10: 
            begin
                Out = A << B;
                Flags = 4'd0;
            end
            4'd11: 
            begin
                Out = A >> B;
                Flags = 4'd0;
            end
            4'd12: 
            begin
                Out = $signed(A) >>> B;
                Flags = 4'd0;
            end
            4'd13: 
            begin
                Out = A;
                Flags = 4'd0;
            end
            4'd14: 
            begin
                Out = B;
                Flags = 4'd0;
            end
            4'd15:
            begin
                Out = ~B;
                Flags = 4'd0;
            end
        endcase
    end
endmodule
module ALU_tb;
    reg signed[31:0] A, B;
    reg[3:0] Op;
    reg Cin;
    wire signed[31:0] Out;
    wire[3:0] Flags;
    ALU uut(Out, Flags, Op, A, B, Cin);
    initial begin
        $monitor(" %b | %b %d | %b %d | %b | %b %d | %b %b %b %b ", Op, A, A, B, B, Cin, Out, Out, Flags[3], Flags[2], Flags[1], Flags[0]);
        Op = 4'd0; A = 32'hF0000000; B = 32'h08765254; Cin = 0; #20;
        Op = 4'd0; A = 32'h77315843; B = 32'h31539734; Cin = 0; #20;
        $display();
        Op = 4'd1; A = 32'h70000001; B = 32'h74543585; Cin = 0; #20;
        Op = 4'd1; A = -32'h70000001; B = -32'h0FFFFFFF; Cin = 1; #20;
        $display();
        Op = 4'd2; A = -32'h70000001; B = 32'h0FFFFFFF; Cin = 0; #20;
        Op = 4'd2; A = -32'h70000001; B = 32'h76843217; Cin = 0; #20;
        $display();
        Op = 4'd3; A = 32'h0ABC8673; B = -32'h7FFFFFFF; Cin = 1; #20;
        Op = 4'd3; A = -32'h7FFFFFFF; B = -32'h7FFFFFFF; Cin = 0; #20;
        $display();
        Op = 4'd4; A = -32'h0FFFFFFF; B = 32'h70000000; Cin = 0; #20;
        $display();
        Op = 4'd5; A = -32'h0FFFFFFF; B = 32'h0FFF0FFF; Cin = 0; #20;
        $display();
        Op = 4'd6; A = 32'h0FFFFFFF; B = 32'h40005001; Cin = 0; #20;
        $display();
        Op = 4'd7; A = 32'h0FFFFFFF; B = 32'h40005001; Cin = 0; #20;
        $display();
        Op = 4'd8; A = 32'h08321FFF; B = 32'h08321FFF; Cin = 0; #20;
        $display();
        Op = 4'd9; A = -32'h0FFFFFFF; B = 32'h700A0001; Cin = 0; #20;
        $display();
        Op = 4'd10; A = -32'h0FFFFFFF; B = 32'h00000003; Cin = 0; #20;
        $display();
        Op = 4'd11; A = -32'h7000000F; B = 32'h00000003; Cin = 0; #20;
        $display();
        Op = 4'd12; A = -32'h7000000F; B = 32'h00000003; Cin = 0; #20;
        $display();
        Op = 4'd13; A = -32'h7000000F; B = 32'h00000003; Cin = 0; #20;
        $display();
        Op = 4'd14; A = -32'h7000000F; B = 32'h02180003; Cin = 0; #20;
        $display();
        Op = 4'd15; A = -32'h7000000F; B = 32'h02180003; Cin = 0; #20;
        $display();
    end
endmodule
module Source_Operand2_Handler(output reg[31:0] N, input[3:0] I, input[31:0] R, input[21:0] Imm, input bit23);
    reg[31:0] intermediate;
    always @(R, Imm, I)
    begin
        if (I < 4'd4)
        begin
            N = {Imm, 10'h0};
        end
        if (I >= 4'd4 && I < 4'd8)
        begin
            N = (Imm[21])? {10'h3FF, Imm} : {10'h0, Imm};
        end
        if (I == 4'd8 || I == 4'd12 || I == 4'd14) N = R;
        if (I == 4'd9 || I == 4'd13 || I == 4'd15)
        begin
            intermediate = {10'h0, Imm};
            N = intermediate | 32'hFFFFE000;
            if (!Imm[12]) N = N + 32'h00002000;
        end
        case (I)
            4'd10:
            begin
                if(bit23 == 1'b1)begin
                    if(I[0] == 1'b0) N = R;  
                    else N = {{19{Imm[12]}}, Imm[12:0]};
                end
                else N = {{27{1'b0}}, R[4:0]};
            end
            4'd11: 
            begin
                intermediate = {10'h0, Imm};
                N = (intermediate | 32'hFFFFFFE0) + 32'h20;
            end
        endcase
    end
endmodule
```
`run.sh`:
```
#!/bin/bash
# OpenROAD 26Q1-2900-gdf79404cd8, Yosys 0.63+post, stock flow scripts
make -C /OpenROAD-flow-scripts/flow DESIGN_CONFIG=/design/flow/config.mk WORK_HOME=/design/flow/orfs finish
```
==> summary.txt <==
Implementation results. Looking at area per cell type in the netlist, the leader is dlxtn_1. Post-place setup slack landed at -0.0780 ns. For this design the static power due to leakage is 0.00111 µW. The synthesized netlist occupies a cell area of 1550 µm².

Width of the die landed at 113 µm. Total detailed-routing wirelength landed at 6.34 mm. The post-synth count of flops with an enable pin is 0. Slew at the pin with the worst max-slew slack landed at 0.631 ns. Total global-route track usage landed at 9.42%. Final antenna-violating net count landed at 0. For this run, the script counts the antenna cells in the layout as 0. Measured along the y axis, the die boundary spans 113 µm. Arrival time of the worst setup path landed at 3.86 ns. The run reported a max-capacitance violation count of 0. Count of buffers from port buffering landed at 91. The most used flip-flop cell after synthesis is dlxtn_1. Per the OpenROAD floorplan log, the area of the core is 8300 µm².

Synthesized netlist cell count landed at 219. Chip area landed at 12800 µm². Share of cells above drive strength 1 landed at 4.56%.

Core utilization before placement landed at 18.7%. Share of the cycle needed by the critical path after routing landed at 92.8%. The final timing report gives a worst setup slack of 0.383 ns. In the post-synthesis netlist, the biggest area contributors are dlxtn_1, nand2_1, a21oi_1. Power density of the placed cells landed at 72.7 nW/µm².

The final layout report lists a filler cell count of 873. Endpoint required time on the critical path landed at 4.24 ns. In this run, distinct cell masters in the synthesized netlist total 36. For this run the aggregate overflow at the end of global routing stands at 0.

The via count of the first global-routing pass is 1835. After routing the design area is 2680 µm².

Entering global routing, the biggest net connects 33 pins. The detailed router finished its first iteration with 165 violations. After synthesis, the mean cell area works out to 7.10 µm². Looking at the setup timing report, the critical path kind is in -> out. Setup repair after global routing left no endpoint under its margin. Per the timing report, the achievable frequency comes out to 203 MHz.

Instance count after placement with tap cells included landed at 434. For this run, the number of standard cells in the final layout without fillers is 434. Post-detailed-route DRC marker count landed at 0. Proportion of register bits with asynchronous set or reset after synthesis landed at 0%. Per-cell routed wire length landed at 14.6 µm. Of the post-synthesis cell area, the dominant cell type holds 30.9%.

STA classifies the critical path endpoint as an output pin. Number of vias after detailed routing landed at 1821. 32 endpoints have no timing constraint. In the final report, the number of pins over their slew limit comes to 0. At the end of routability-driven placement, the weighted congestion stood at 0.857.

The worst setup path is launched from a primary input. Half-perimeter wire length after detailed placement landed at 5.27 mm. Yosys reported a register bit count of 32. Looking at the post-CTS report, the setup buffer insertion count equals 0. The critical path maximum fanout is 13. The run finished with clean final reports. The first TritonRoute pass finished after 4 iterations. Total number of placement rows landed at 33. Combined flip-flop and latch cell area landed at 480 µm². The end-of-flow timing check tallies setup violations at 0. Chip area in the Yosys report landed at 1550 µm². Per the power-grid run, VDD falls by no more than 25.5 µV. Layout overhead on the synthesized area landed at 72.4%. Count of unclocked register or latch pins landed at 32. Placed standard-cell area landed at 2670 µm². After layout, the minimum clock period comes to 4.92 ns. The area taken by multi-input combinational cells is reported as 1110 µm². Number of antenna violations at the first check in global routing landed at 0.

Number of top-level pins landed at 91. Flip-flop count of the largest register after layout landed at 32. Number of warnings issued by yosys landed at 1.

Number of warnings in the stage logs landed at 32. After synthesis, the design contains 219 cells according to Yosys. Hold violation count in the final report landed at 0. Global-route wire length before repair landed at 9.86 mm.

Per the slew report, the remaining headroom to the max-slew limit stands at 57.6%. The script logs the ratio of routed vias to standard cells as 4.20.
==> cells by family (layout without fill, tap and decap cells) <==
family / count (synthesis) / in the layout / share of synthesized area [%]
mux: 6 / 6 / 3.86
buf+inv: 20 / 99 / 5.80
compound gates: 75 / 75 / 33.3
other cells: 1 / 32 / 0.241
simple gates: 85 / 85 / 25.9
latches: 32 / 32 / 30.9
==> power breakdown <==
part / switching, µW / internal, µW / total [µW]
logic: 70.3 / 95.0 / 165
clock network: 0 / 0 / 0
registers: 2.78 / 26.5 / 29.3
total: 73.1 / 122 / 195
==> how the worst max path moves through the flow <==
| stage | from | endpoint | slack (ns) |
|---|---|---|---|
| CTS | I[2] | N[27] | 0.20 |
| global route | I[0] | N[25] | 0.03 |
| finish | I[0] | N[27] | 0.38 |
==> routing by layer <==
metal	share of wire, %	wire length [µm]	vias to the layer above	global-route usage [%]
li1	-	-	975	-
met3	12	790	0	4.06
met4	0	0	0	0
met2	44	2820	70	15.1
met1	43	2730	776	12.2
met5	0	0	-	0
==> worst max-delay path, stage by stage <==
cell and delay [ns]:
clkdlybuf4s50_1 0.84, nand2_1 0.36, nor3_1 0.58, or4_1 0.23, dlxtn_1 0.33, clkdlybuf4s50_1 0.46
==> per-stage QoR <==
step | utilization, % | total power (µW) | TNS (ns)
2_1_floorplan | - | 102 | 0
3_3_place_gp | 32.2 | 194 | -0.0870
3_5_place_dp | 32.2 | 196 | -0.801
4_1_cts | 32.2 | 197 | 0
5_1_grt | 32.3 | 215 | 0
6_report | 32.3 | 195 | 0
==> cells in the final DEF, fill, tap and decap left out, types with 2 or more instances in the layout <==
| master | n |
|---|---|
| o32ai_1 | 2 |
| nor3_1 | 8 |
| inv_1 | 2 |
| nand2b_1 | 2 |
| a22o_1 | 5 |
| conb_1 | 32 |
| a211oi_1 | 2 |
| o21ai_0 | 7 |
| nand3_1 | 8 |
| o31ai_2 | 5 |
| nor2b_1 | 4 |
| buf_4 | 5 |
| mux2i_1 | 6 |
| or4_1 | 6 |
| clkdlybuf4s50_1 | 91 |
| o21a_1 | 5 |
| o22ai_1 | 4 |
| nand2_1 | 34 |
| o2bb2ai_1 | 9 |
| nor2_1 | 14 |
| o21ai_1 | 10 |
| dlxtn_1 | 32 |
| a21oi_1 | 23 |
==> what timing repair did <==
action | in CTS | in global routing
setup endpoints to repair | 17 | 3
hold buffers | 0 | 0
resized | 1 | 1
cloned | 0 | 0
==> cell type report <==
class	count	area share (%)
well taps	105	4.90
flip-flops and latches	32	17.9
inverters	3	0.420
repair buffers	96	35.4
multi-input cells	198	41.3
==> cell usage after synthesis, drive strengths merged, types with 3 or more instances <==
cell / instances
mux2i: 6
o21ai: 17
o21a: 5
nor2b: 5
nor2: 15
nand2: 34
inv: 3
nor3: 8
o31ai: 6
o22ai: 4
nand3: 9
clkbuf: 8
a22o: 5
dlxtn: 32
or4: 6
buf: 9
o2bb2ai: 9
a21oi: 23
No activity file was given, so power comes from the tool's default toggle rates.
